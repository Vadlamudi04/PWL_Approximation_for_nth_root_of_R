## ./design.v

```verilog
module pwl(
  input signed [13:0] x,   
  input signed [13:0] x0,  
  input signed [13:0] x1,
  input signed [13:0] x2,
  input signed [13:0] x3,
  input signed [13:0] x4,
  input signed [13:0] x5,
  input signed [13:0] x6,
  input signed [13:0] x7,
  input signed [13:0] x8,
  input signed [13:0] k0,   
  input signed [13:0] k1,
  input signed [13:0] k2,
  input signed [13:0] k3,
  input signed [13:0] k4,
  input signed [13:0] k5,
  input signed [13:0] k6,
  input signed [13:0] k7,
  input signed [13:0] k8,
  input signed [13:0] k9,
  input signed [13:0] b0,   
  input signed [13:0] b1,
  input signed [13:0] b2,
  input signed [13:0] b3,
  input signed [13:0] b4,
  input signed [13:0] b5,
  input signed [13:0] b6,
  input signed [13:0] b7,
  input signed [13:0] b8,
  input signed [13:0] b9,
  input clk,
  output reg signed [27:0] out
);
reg signed [13:0] x_reg;
always @(posedge clk) begin
    x_reg <= x;
end
wire [8:0] z;
assign z[0] = ((x-x0) < 0);
assign z[1] = ((x-x1) < 0);
assign z[2] = ((x-x2) < 0);
assign z[3] = ((x-x3) < 0);
assign z[4] = ((x-x4) < 0);
assign z[5] = ((x-x5) < 0);
assign z[6] = ((x-x6) < 0);
assign z[7] = ((x-x7) < 0);
assign z[8] = ((x-x8) < 0);
reg [13:0] kx, bx;
always @(*) begin
    case(z)
        9'b111111111: begin
            kx = k0; 
            bx = b0;
        end
        9'b011111111: begin
            kx = k1; 
            bx = b1;
        end
        9'b001111111: begin
            kx = k2; 
            bx = b2;
        end
        9'b000111111: begin
            kx = k3; 
            bx = b3;
        end
        9'b000011111: begin
            kx = k4; 
            bx = b4;
        end
        9'b000001111: begin
            kx = k5; 
            bx = b5;
        end
        9'b000000111: begin
            kx = k6; 
            bx = b6;
        end
        9'b000000011: begin
            kx = k7; 
            bx = b7;
        end
        9'b000000001: begin
            kx = k8; 
            bx = b8;
        end
        9'b000000000: begin
            kx = k9; 
            bx = b9;
        end
    endcase
end
  reg [27:0] mul_out;
  reg signed [13:0] P_reg1_high, P_reg2_high;
  reg signed [13:0] P_reg1_low, P_reg2_low;
  always @(posedge clk) begin
    P_reg1_high <= kx[13:7] * x_reg[13:7];
    P_reg1_low <= kx[6:0] * x_reg[6:0];
    P_reg2_high <= kx[13:7] * x_reg[6:0];
    P_reg2_low <= kx[6:0] * x_reg[13:7];
  end
  always @(posedge clk) begin
    mul_out <= P_reg1_low + (P_reg1_high << 14) + (P_reg2_high << 7) + (P_reg2_low << 7);
  end
reg [13:0] bx1,bx2;
always @(posedge clk) begin
    bx1 <= bx;
    bx2 <= bx1;
end
always @(posedge clk) begin
    out <= (mul_out+bx2);
end
endmodule
```

## ./run.sh

```bash
#!/bin/bash
# OpenROAD 26Q1-2900-gdf79404cd8, Yosys 0.63+post, stock flow scripts
make -C /OpenROAD-flow-scripts/flow DESIGN_CONFIG=/design/flow/config.mk WORK_HOME=/design/flow/orfs finish
```

## ./config.mk

```make
export PLATFORM = sky130hd
export DESIGN_NAME = pwl
export DESIGN_NICKNAME = pwl
export VERILOG_FILES = /design/flow/design.v
export SDC_FILE = /design/flow/constraint.sdc
export NUM_CORES = 4
export LEC_CHECK = 1
export CORE_UTILIZATION = 40
```

## ./constraint.sdc

```tcl
current_design pwl

set clk_period 4.9
set clk_io_pct 0.2

create_clock -name clk0 -period $clk_period [get_ports {clk}]

set non_clock_inputs [all_inputs -no_clocks]
set_input_delay [expr $clk_period * $clk_io_pct] -clock clk0 $non_clock_inputs
set_output_delay [expr $clk_period * $clk_io_pct] -clock clk0 [all_outputs]
```

==> run notes <==
## Logic synthesis
• **Flops after synth** 182
• **Synth Instances** 1,879
• **number of enable flip-flop cells** 0
• **mean cell area of the mapped netlist** 9.29 µm²
• **asr flop ratio synth** 0
• **Distinct lib cells used** 71
• **combined area of all synthesized cells** 17,500 µm²
• **Warnings, synthesis** 1
• **chip area line of the yosys report** 17,500 µm²
• **commonest register cell after synthesis** dfxtp_1
• **cell total in the yosys stat output** 1,879

## Layout
• **registers with the highest flip-flop counts** mul_out (28), out (28)
• **final instance area** 23,200 µm²
• **Non-Filler Instances** 2,911
• **top logic cell by instance count in the layout** clkdlybuf4s50_1
• **filler cell count in the final layout** 3,792
• **Syn-to-layout area delta** 32.8%
• **fraction of final layout cells with drive strength greater than 1** 0.0641
• **dominant logic cell types in the final layout** clkdlybuf4s50_1 (448), inv_1 (284), ha_1 (283), dfxtp_1 (154), nand2_1 (143)

## Power
• **Static Leakage** 10.6 nW
• **IR drop worst, VDD** 0.329 mV
• **pwr/cell area** 458 nW/µm²

## Timing
• **share of the clock period used by the worst path after layout** 0.931
• **maximum frequency from static timing analysis** 0.219 GHz
• **count of unclocked register or latch pins** 28
• **Setup TNS** 0 ps
• **Least-Margin Pin Slew** 1060 ps
• **Setup Skew** 13.6 ps
• **final critical-path required period** 4560 ps
• **Final Max Tran Viols** 0
• **number of failing hold endpoints at the final stage** 0
• **final count of negative-setup-slack endpoints** 0
• **count of endpoints without a timing constraint** 42
• **smallest setup slack after layout** 341 ps
• **worst-case headroom to the max-slew limit** 0.293
• **hold_ws** 320 ps
• **RSZ-0062 raised after global routing** false

## Drt
• **remaining design rule violation count** 0
• **DRT Pass-1 Iters** 10
• **via density per instance** 5.04
• **number of DRC markers in iteration 0** 945
• **routed wirelength normalized by instance count** 18.8 µm
• **Detailed Route WL** 54,700 µm
• **number of nets with antenna violations after detailed routing** 0
• **total via count in the routed design** 14,671

## Floorplanning
• **Std-Cell Core Area** 43,100 µm²
• **row count** 76
• **DIE AREA** 44,500 µm²
• **overall die width** 211 µm
• **# IOs** 449
• **starting utilization of the core area** 0.405
• **die height** 211 µm

## Placed design
• **HPWL Detailed** 45,700 µm
• **routability-driven placement congestion ratio** 0.942
• **Setup Slack @ Placement** 343 ps
• **Post-DP Area** 22,600 µm²
• **total instance count after detailed placement** 2,876
• **Port Buf Inserts** 448

## Setup path
• **Data required, critical path** 5260 ps
• **Worst Path Class, Setup** flop to flop
• **instance count on the critical path** 16
• **CP top delay family** adder cells
• **Worst R2R Setup Slack** 340 ps
• **Worst Path Max Fanout** 14
• **Worst setup startpoint** x_reg[13]
• **worst path bufs/invs** 3
• **critical path launch point type** flop
• **r2r worst-path depth** 16
• **endpoint of the worst setup timing path** P_reg2_low[13]
• **longest individual stage delay on the worst path** 570 ps
• **critical register-to-register path startpoint** x_reg[13]
• **Setup crit end kind** flop
• **critical path's most frequent cell** fa_1
• **Cell Chain, Critical Path** nand2_1 > fa_1 > fa_1 > inv_1 > fa_1 > inv_1 > fa_1 > inv_1 > ha_1 > a21oi_1 > nor2b_1 > o21a_1 > nor3_1 > nor2_1 > o41ai_1 > xnor2_1
• **slowest stage cell, crit path** dfxtp_1
• **worst endpoint data arrival time** 4920 ps
• **end of the worst register-to-register path** P_reg2_low[13]

## CTS
• **CTS HTree Levels** 4
• **# resized after CTS** 0
• **Clock Tree Root** clkbuf_16
• **number of setup buffers added after CTS** 0
• **Clock Path Buffers** 2
• **count of hold buffers inserted by post-cts repair** 0
• **CTS tree** yes
• **clk ins delay skew pair** 430 ps
• **total clock buffers created by CTS** 17
• **post-CTS clock slew at the launch and capture registers of the worst setup and hold paths** 80 ps

## Global routing
• **global route total overflow** 0
• **wire length of the first global-routing pass** 82,700 µm
• **pin count of the biggest net entering global routing** 52
• **vias in the first global route** 14,592
• **initial antenna violation count** 6
• **total routing resource utilization after global routing** 0.256

## Hold path
• **kind of path behind the tightest hold check** flop to flop
• **launch point of the worst hold path** bx1[9]

## Flow run
• **OpenROAD warning count** 25
• **maximum capacitance violations** 0

## Status
• **result of the run** completed

per-stage QoR:
stage               total power, W   util
detailed placement         0.00934  0.524
CTS                         0.0108  0.538
global route                0.0119  0.538
floorplan                  0.00741      -
finish                      0.0106  0.538
global placement           0.00933  0.524
per-layer routing:
| metal | routed length (µm) | track usage | up-vias | part of all wire |
|---|---|---|---|---|
| li1 | - | - | 7272 | - |
| met1 | 24100 | 0.367 | 6837 | 0.44 |
| met2 | 24600 | 0.390 | 505 | 0.45 |
| met3 | 5010 | 0.0867 | 55 | 0.092 |
| met4 | 1000 | 0.0430 | 2 | 0.018 |
| met5 | 14 | 0 | - | 0.00026 |
Yosys cell counts (33+ instances only):
library cell    n  area share
dfxtp_1       154        0.18
clkbuf_1       33      0.0071
nor2_1         88       0.019
nand3_1        45       0.013
nand2_1       143       0.031
a21oi_1        58       0.017
and2_1        115       0.041
ha_1          283        0.20
fa_1          131        0.15
inv_1         284       0.061
a222oi_1       56       0.032
xnor2_1        77       0.039
power by group:
| group | switching (W) | total [W] | internal (W) |
|---|---|---|---|
| Sequential | 0.000353 | 0.00226 | 0.00190 |
| Clock | 0.000599 | 0.00133 | 0.000730 |
| Combinational | 0.00349 | 0.00703 | 0.00354 |
worst min-delay path by stage:
| stage | to | cells past startpoint |
|---|---|---|
| 4_1_cts | bx2[9] | 0 |
| 5_1_grt | bx2[12] | 0 |
| 6_report | bx2[9] | 0 |
kinds of logic (layout without fill, tap and decap cells):
kind of cell,Yosys count,count (layout),share of synthesized area
buffers and inverters,345,789,0.0806
and+or+nand+nor,509,509,0.154
xor gates and xnor gates,90,90,0.0451
adders and majority gates,414,414,0.353
AOI/OAI and AO/OA,306,306,0.146
muxes,33,33,0.0212
latches,28,28,0.0241
DFF,154,154,0.177
other,0,3,0
area by class of cell:
class                   instances  area, µm²  share of cell area
clock buffers                  17        425              0.0183
repair buffers                473       4670               0.202
well taps                     585        732              0.0316
multi-input cells            1352      12600               0.543
diodes                          3       7.51            0.000324
flip-flops and latches        182       3500               0.151
clock inverters                15        181             0.00783
inverters                     284       1070              0.0460
Power figures rest on the tool's default switching activity, not on a simulated workload.
